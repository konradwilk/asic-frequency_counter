===== flow/run.sh =====
#!/bin/bash
# OpenROAD 26Q1-2900-gdf79404cd8, Yosys 0.63+post, stock flow scripts
make -C /OpenROAD-flow-scripts/flow DESIGN_CONFIG=/design/flow/config.mk WORK_HOME=/design/flow/orfs finish

===== flow/config.mk =====
export PLATFORM = sky130hd
export DESIGN_NAME = clkdiv
export DESIGN_NICKNAME = clkdiv
export VERILOG_FILES = /design/flow/design.v
export SDC_FILE = /design/flow/constraint.sdc
export NUM_CORES = 4
export LEC_CHECK = 1
export CORE_AREA = 10 10 74 74
export DIE_AREA = 0 0 84 84

===== flow/constraint.sdc =====
current_design clkdiv

set clk_period 2.3
set clk_io_pct 0.2

create_clock -name clk0 -period $clk_period [get_ports {clk}]

set non_clock_inputs [all_inputs -no_clocks]
set_input_delay [expr $clk_period * $clk_io_pct] -clock clk0 $non_clock_inputs
set_output_delay [expr $clk_period * $clk_io_pct] -clock clk0 [all_outputs]

===== flow/design.v =====
`timescale 1ns / 1ps
module clkdiv(
    input clk,
    output clkout
    );
reg [15:0] counter;
assign clkout = counter[15];
always @(posedge clk)
	counter <= counter+1;
endmodule

==> impl_metrics.tcl <==
# implementation run metrics
set metrics [dict create \
    status "finished, final reports clean" \
    startpoint_type "flop" \
    ys_area_sq_um 622 \
    worst-r2r-setup-slack_ps 1000 \
    min_period_ps 1500 \
    drc_errors 0 \
    rows 23 \
    antenna_left 0 \
    cp.arrival_ps 1040 \
    fin_area_sq_um 736 \
    yosysUniqueCellTypes 12 \
    areaGrowthSynthToFinish_pct 18.3 \
    numPlacedInstances 108 \
    slew_headroom_pct 77.7 \
    worstMarginPinSlew_ps 334 \
    gp_congestion 0.632 \
    die-area_sq_mm 0.00706 \
    final_cells 111 \
    drive_gt1_share_pct 13.1 \
    power_uw 471 \
    cts_root_buffer "clkbuf_8" \
    die_x_um 84 \
    grt_pass1_wl_mm 1.58 \
    required_ps 1840 \
    synth_cells 57 \
    switching_share_pct 16.6 \
    synth_area_sq_um 622 \
    p_seq_share_pct 58.8 \
    ys_cells 57 \
    routed_wl_um 869 \
    hold_buffers 0 \
    cap_violations 0 \
    setup-violations-final 0 \
    p_int_uw 393 \
    grt_usage_pct 2.59 \
    slowest_stage "clkdlybuf4s50_1" \
    warnings 25 \
    synth-seq-cells 16 \
    holdWs_ps 399 \
    comb_power_share_pct 0 \
    detailedPlace.worstSlack_ps 985 \
    route.vias.total 402 \
    critPathBufInv 1 \
    dp_hpwl_um 647 \
    ctsLongestPathBuffers 2 \
    cts.htree.levels 1 \
    p_per_area_mw_per_mm2 641 \
    reg.largest.list "counter x16" \
    top_cells_by_area "dfxtp_1 (52%), xor2_1 (14%), nor4_2 (8.0%)" \
    hold_viol_final 0 \
    power_switching_uw 78.4 \
    rsz0062_at_grt "no" \
    drv_slew 0 \
    yosys_warnings 1 \
    crit_type "flop to output pin" \
    fill_cells 433 \
    final.setup.tns_ps 0 \
    cts_buffers 3 \
    wl_per_cell_um 7.83 \
    grt_pass1_vias 362 \
    ios 2 \
    largest-register "counter" \
    largest_reg_flops 16 \
    hold_path_class "flop to flop" \
    cts.sinks 16 \
    avgSynthCellArea_sq_um 10.9 \
    dr.pass1.iters 2 \
    worstPathMaxFanout 2 \
    first_iter_violations 28 \
    antenna_found_initial 0 \
    max_freq_mhz 665 \
    cp-end-kind "output pin" \
    leakage_nw 0.298 \
    ctsResizeCount 0 \
    yosysTopAreaCell "dfxtp_1" \
    via_per_inst 3.62 \
    core_area_sq_mm 0.00397 \
    clk_latency_ps 240 \
    postLayoutCoreUtil_pct 18.5 \
    top_cell_area_share_pct 51.5 \
    clk_pin_slew_ps 50 \
    grt_max_degree 10 \
    fp_util_pct 15.7 \
    io_buffers 1 \
    cts_tree "done" \
    cts_post_setup_buffers_inserted 0 \
    crit_chain "clkdlybuf4s50_1" \
    grt_overflow 0 \
    skew_ps 0.715 \
    n_antenna_cell 0 \
    fin_ws_ps 797 \
    clkPwrFrac_pct 41.2 \
    placed_cell_area_sq_um 694 \
    crit_family "buffers and inverters" \
    ir_drop_uv 235 \
    ys_seq_share_pct 51.5 \
    period_used_pct 65.3 \
    slowest_delay_ps 470 \
    fp.dieH_um 84 \
]
==> placed cells by master (no fill, tap or decap) <==
master	instances
xnor2_1	4
nor3_1	4
xor2_1	10
nand3_1	5
dfxtp_1	16
nand4_1	2
ha_1	1
nor4_2	4
nand2_1	4
clkdlybuf4s50_1	1
clkbuf_8	3
inv_1	3
nor2_1	3
nand4_4	1
==> worst paths after layout <==
kind	endpoint	cells past startpoint	from
worst max-delay path	clkout	1	counter[15]$_DFF_P_
worst min-delay path	counter[0]$_DFF_P_	1	counter[0]$_DFF_P_
worst max register to register	counter[13]$_DFF_P_	3	counter[2]$_DFF_P_
worst min register to register	counter[0]$_DFF_P_	1	counter[0]$_DFF_P_
==> routing by layer <==
layer	up-vias	wire, um	GRT usage [%]
met4	0	4	0.152
li1	203	-	-
met3	2	57	1.77
met2	4	357	3.55
met5	-	0	0
met1	193	451	3.40
==> power groups by stage <==
stage,Clock (mW),Combinational (mW),Sequential (mW)
6_report,0.194,0.000000148,0.277
5_1_grt,0.219,0.000000148,0.277
4_1_cts,0.202,0.000000148,0.277
==> cell type report <==
type	instances	area, sq um	share of cell area [%]
inverters	3	11.3	1.53
repair buffers	1	10.0	1.36
multi-input cells	38	290	39.5
clock buffers	3	41.3	5.61
well taps	50	62.6	8.50
flip-flops and latches	16	320	43.5
==> kinds of logic (layout without fill, tap and decap cells) <==
family                     after synthesis  count (layout)  share of synthesized area [%]
xor gates and xnor gates                14              14                           19.7
adders and majority gates                1               1                           2.01
buffers and inverters                    3               7                           1.81
DFF                                     16              16                           51.5
and+or+nand+nor                         23              23                           24.9
==> synth_stat cells (all sizes together) <==
cell	instances
dfxtp	16
xor2	10
nand3	5
nand2	4
nor3	4
nor4	4
xnor2	4
inv	3
nand4	3
nor2	3
ha	1
Power is estimated from default activity; no workload was simulated.
