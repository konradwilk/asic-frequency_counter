### /design/flow/run.sh
#!/bin/bash
# OpenROAD 26Q1-2900-gdf79404cd8, Yosys 0.63+post, stock flow scripts
make -C /OpenROAD-flow-scripts/flow DESIGN_CONFIG=/design/flow/config.mk WORK_HOME=/design/flow/orfs finish
### /design/flow/config.mk
export PLATFORM = sky130hd
export DESIGN_NAME = frequency_counter
export DESIGN_NICKNAME = frequency_counter
export VERILOG_FILES = /design/flow/design.v
export SDC_FILE = /design/flow/constraint.sdc
export NUM_CORES = 4
export LEC_CHECK = 1
export CORE_UTILIZATION = 40
### /design/flow/constraint.sdc
current_design frequency_counter

set clk_period 2.5
set clk_io_pct 0.2

create_clock -name clk0 -period $clk_period [get_ports {clk}]

set non_clock_inputs [all_inputs -no_clocks]
set_input_delay [expr $clk_period * $clk_io_pct] -clock clk0 $non_clock_inputs
set_output_delay [expr $clk_period * $clk_io_pct] -clock clk0 [all_outputs]
### /design/flow/design.v
`default_nettype none
`timescale 1ns/1ps
module edge_detect (
    input wire              clk,
    input wire              signal,
    output wire             leading_edge_detect
    );
	reg q1, q2;
	always @(posedge clk) begin
		q1 <= signal;
		q2 <= q1;
	end
	assign leading_edge_detect = q1 & (q1 ^ q2);
endmodule
`default_nettype none
`timescale 1ns/1ps
module frequency_counter #(
    localparam UPDATE_PERIOD = 1200,
    localparam BITS = 12
)(
    input wire              clk,
    input wire              reset_n,
    input wire              signal,
    input wire [BITS-1:0]   period,
    input wire              period_load,
    output wire [6:0]       segments,
    output wire             digit
    );
    localparam LOCAL_BITS = 7;
    localparam LOCAL_SEGMENTS = 3;
    localparam STATE_COUNT  = 0;
    localparam STATE_TENS   = 1;
    localparam STATE_UNITS  = 2;
    localparam STATE_FLUSH  = 3;
    localparam STATE_TEST   = 4;
    reg [2:0] state = STATE_COUNT;
    reg [LOCAL_BITS:0] edge_counter;
    reg [LOCAL_SEGMENTS:0] ten_count;
    reg [LOCAL_SEGMENTS:0] unit_count;
    reg [BITS-1:0] clk_counter;
    reg [BITS-1:0] update_period;
    reg load_enable;
    wire leading_edge_detect;
    wire reset;
    wire slow_clk;
    localparam INVERT	    = 0;
    assign reset = reset_n;
    edge_detect Edge(.clk(clk),
                     .signal(signal),
                     .leading_edge_detect(leading_edge_detect));
    assign slow_clk = clk;
    seven_segment SevenSegment(.clk(slow_clk),
                               .reset(reset),
                               .load(load_enable),
                               .ten_count(ten_count),
                               .unit_count(unit_count),
                               .segments(segments),
                               .digit(digit),
			       .invert(INVERT));
    always @(posedge clk) begin
        if(reset) begin
            state <= STATE_COUNT;
            load_enable <= 0;
	    edge_counter <= 0;
            clk_counter <= 0;
            ten_count <= 0;
            unit_count <= 0;
	    update_period <= UPDATE_PERIOD;
	end else if (period_load) begin
            update_period <= period;
	end else begin
            case(state)
		STATE_TEST: begin
                    ten_count <= 2;
		    unit_count <= 3;
                    load_enable <= 1'b1;
                    clk_counter <= clk_counter + 1;
	        end
                STATE_COUNT: begin
                    clk_counter <= clk_counter + 1;
                    if (leading_edge_detect) begin
                            if (edge_counter < 99) begin
                                edge_counter <= edge_counter + 1;
                            end
                    end
                    if (clk_counter >= update_period) begin
                            state <= STATE_TENS;
                    end
                end
                STATE_TENS: begin
                    if (edge_counter >= 10) begin
                            edge_counter <= edge_counter - 10;
                            ten_count <= ten_count + 1;
                    end else
                            state <= STATE_UNITS;
                end
                STATE_UNITS: begin
                    unit_count <= edge_counter[3:0];
                    load_enable <= 1'b1;
                    state <= STATE_FLUSH;
                end
                STATE_FLUSH: begin
                    unit_count <= 0;
                    ten_count <= 0;
                    load_enable <= 1'b0;
		    edge_counter <= 0;
		    clk_counter <= 0;
                    state          <= STATE_COUNT;
                end
                default:
                        state <= STATE_COUNT;
            endcase
        end
    end
endmodule
`default_nettype none
`timescale 1ns/1ps
module seg7 (
    input wire [3:0] counter,
    output reg [6:0] segments
);
	always @(*) begin
        case(counter)
            0:  segments = 7'b0111111;
            1:  segments = 7'b0000110;
            2:  segments = 7'b1011011;
            3:  segments = 7'b1001111;
            4:  segments = 7'b1100110;
            5:  segments = 7'b1101101;
            6:  segments = 7'b1111100;
            7:  segments = 7'b0000111;
            8:  segments = 7'b1111111;
            9:  segments = 7'b1100111;
            default:
                segments = 7'b0000000;
        endcase
    end
endmodule
module seven_segment (
    input wire          clk,
    input wire          reset,
    input wire          load,
    input wire [3:0]    ten_count,
    input wire [3:0]    unit_count,
    output reg [6:0]    segments,
    output reg          digit,
    input wire		invert
);
	reg [3:0] copy_ten_count;
	reg [3:0] copy_unit_count;
	wire [3:0] values;
	reg [6:0] local_segments;
	assign values = digit ? copy_unit_count : copy_ten_count;
	always @(posedge clk) begin
			if (reset) begin
					copy_ten_count <= 0;
					copy_unit_count <= 0;
					digit <= 0;
			end else begin
				digit <= !digit;
				if (invert)
					segments <= ~local_segments;
				else
					segments <= local_segments;
				if (load) begin
					copy_ten_count <= ten_count;
					copy_unit_count <= unit_count;
				end
			end
	end
	seg7 seg7(.counter(values), .segments(local_segments));
endmodule
==> results.txt <==
Flow results are below.

- The flow ran to the end, and the final reports show no timing, DRC or antenna violations.
- The initial core utilization is 41.91%, for reference.
- The number of hold buffers added after CTS was 0.
- In this run the post-CTS setup repair buffer count came out at 0.
- Logged for this run, the post-placement worst setup slack is 330.0 ps.
- The final routed wire length divided by cell count is 12.99 um, for reference.
- The buffer cell driving the clock tree root is clkbuf_8, for reference.
- The die is 92.44 um tall.
- In the global route stage, met2 resource usage came out at 24.57%.
- Leaving out fill and tap cells, the most frequent cells in the layout are dfxtp_1 (54), nor2_1 (53), ha_1 (28), inv_1 (26), nand2_1 (26).
- Detailed routing inserted a total of 2523 vias.
- The detailed-routing iteration count for the pre-antenna-repair pass is 6, for reference.
- The width of the chip is 92.44 um, for reference.
- The number of antenna violations at the first check in global routing is 0.
- Synthesis produced a netlist whose cell count is 360.
- The power report attributes to the clock group a share of 44.3%.
- The I/O pin total is 24, for reference.
- In this run the tightest slew margin relative to its limit is 60.83%.
- The routed layout reports a DRC error count of 0.
- The data required time of the critical path is 2750 ps, for reference.
- Total global-route track usage over all layers is 16.68%.
- The number of storage elements in the synthesis netlist is 61, for reference.
- The peak supply drop is 0.2986 mV, for reference.
- The ratio of final minimum period to clock period is 84.65%, for reference.
- The final timing report derives a shortest allowable period of 2116 ps.
- The worst slack on hold paths is 354.9 ps, for reference.
- The report lists the cells along the critical path as ha_1 -> o31ai_1 -> and2_4 -> a2111oi_4 -> buf_4 -> a21oi_1 -> a311oi_1.
- For this design, the sink count on the clock tree is 61.
- Before any placement, the netlist area is recorded as 3272 um2.
- For reference, the placement row count at floorplan is 32.
- Antenna repair during routing inserted a diode count of 0.
- The sequential area share after synthesis is 39.46%, for reference.
- Compared with the post-synthesis result, the final layout area differs by 16.29%.
- Sorting the Yosys area breakdown by cell type puts at the top dfxtp_1.
- Combinational logic is responsible for 6.6% of the overall power.
- In this run the most used layer during global routing was met1.
- On the critical path the data arrives at 2360 ps.
- The clock-pin slew on the worst setup and hold paths is 70 ps, for reference.
- The cell total in the yosys stat output is 360, for reference.
- The wire length of the first global-routing pass is 11.28 mm, for reference.
- The post-route core utilization is 48.73%, for reference.
- Per the detail_route report, vias per standard cell equal 5.107.
- Per the placement log, port buffering inserted 23 buffers.
- The launch point of the critical path was reported as edge_counter[1].
- Setup repair after global routing left no endpoint under its margin.
- The kind of critical path is reg -> reg, for reference.
- Per the CTS log, the buffer count on the longest clock path is 2.
- Cell internal power was estimated by the tool at 0.001634 W.
- At the pin with the least slew margin, the transition time is 587.6 ps.
- The worst-skew pair later-pin latency is 340 ps, for reference.
- The share of flip-flops with an asynchronous set or reset after synthesis is 0%, for reference.
- For this run the aggregate overflow at the end of global routing stands at 0.
- For this run, the slowest stage of the critical path takes 480 ps.
- Net switching is 22.01% of the power.
- Entering global routing, the biggest net connects 18 pins.
- Total power normalized to cell area comes to 550.7 nW/um2.
- Per the synthesis report, the number of distinct cell types is 59.
- The core outline area is 7807 um2, for reference.
- The clock H-tree reported by CTS has 3 levels.
- The startpoint type of the worst setup path is a register, for reference.
- Including well taps, the total number of placed cells is 478.
- The non-filler instance count after layout is 494, for reference.
- The number of maximum-capacitance constraint violations is 0, for reference.
- In the final report, the number of hold violations comes to 0.
- The number of warnings reported in the stage logs is 35.
- In this run the mean area of a mapped cell was 9.089 um2.
- After synthesis, the cell types taking the most area are dfxtp_1 (33%), ha_1 (11%), mux2i_1 (6.7%).
- The final timing report gives a worst setup slack of 383.9 ps.
- The power report puts the leakage power at 1.520 nW.
- The total number of yosys warnings is 5, for reference.
- The number of gates resized after cts is 0, for reference.
- The chip area line in the Yosys stat output reads 3272 um2.
- The power report attributes to the sequential group a share of 49.0%.
- The sort of element at the end of the critical path is a register, for reference.
- In the synthesized netlist the dominant register cell turns out to be dfxtp_1.
- In this run the power spent charging and discharging nets is 0.0004613 W.
- The path category of the worst min-delay check is reg -> reg, for reference.
- The timing report attributes the biggest portion of critical-path delay to AND-OR/OR-AND gates.
- The maximum clock skew at final layout is 7.053 ps, for reference.
- The via count of the first global-routing pass is 2337.
- The share of cells above drive strength 1 is 8.929%, for reference.
- Yosys reports that the leading cell type by area covers 33.04% of the netlist area.
- Per the final report, max-transition violations number 0.
- The standard cell with the maximum stage delay on the critical path is dfxtp_1, for reference.
- The count of endpoints failing setup in the final report is 0, for reference.
- The final wirelength is 6.416 mm, for reference.
- Per the cell usage report, the commonest logic cell in the layout is dfxtp_1.
- The startpoint identified for the worst register-to-register timing path is edge_counter[1].
- The buffer and inverter count on the worst path is 1, for reference.
- The routability-driven placement congestion ratio is 0.8311, for reference.
- The tally of nets with antenna violations remaining after routing is 0, for reference.
- The met1 track demand over resource is 26.66%, for reference.
- TritonCTS built the clock tree.
- The met3 usage is 3.091%, for reference.
- For this block, the initial DRC count from the detailed router was 73.
- The maximum fanout encountered on the critical timing path is 9, for reference.
- Counting flops with a built-in enable in the synthesized netlist gives 7.
- The CTS report gives the tree buffer count as 9.
- The half-perimeter wire length after placement is 4.563 mm, for reference.
- According to the floorplan report, the total die area is 8545 um2.
- The fmax is 0.4726 GHz, for reference.
- For the worst min-delay path, the startpoint reported by OpenROAD is Edge.q1.
- The aggregate negative setup slack is 0 ps, for reference.
[flip-flops by register name, indices dropped and copies added, names as in the netlist]
signal / count
Edge.q1: 1
clk_counter: 12
update_period: 12
Edge.q2: 1
SevenSegment.digit: 1
unit_count: 4
state: 2
SevenSegment.copy_ten_count: 4
SevenSegment.copy_unit_count: 4
SevenSegment.segments: 7
edge_counter: 8
ten_count: 4
load_enable: 1
[synthesized netlist by cell type (all sizes together) (7+ instances only)]
| library cell | n |
|---|---|
| clkbuf | 7 |
| mux2i | 22 |
| nand4 | 8 |
| ha | 28 |
| dfxtp | 54 |
| nand2 | 26 |
| nor2 | 53 |
| xor2 | 9 |
| edfxtp | 7 |
| buf | 10 |
| inv | 26 |
| o21ai | 19 |
| a21oi | 16 |
[routing by layer]
| layer | up-vias | share of wire, % |
|---|---|---|
| met2 | 43 | 42 |
| met1 | 1155 | 53 |
| met5 | - | 0 |
| li1 | 1318 | - |
| met3 | 7 | 4.1 |
| met4 | 0 | 1.4 |
[worst register-to-register path, stage by stage (launching register included)]
cell and delay, ps:
dfxtp_1 480, ha_1 210, o31ai_1 90, and2_4 220, a2111oi_4 460, buf_4 250, a21oi_1 80, a311oi_1 240
[power by group through the flow]
stage	Combinational [W]	Sequential [W]	Clock, W
after global routing	0.000157	0.00103	0.00101
after CTS	0.000140	0.00103	0.000958
final	0.000139	0.00103	0.000929
[metrics by stage]
step                      power [W]  area, um2
after detailed placement   0.001188       3598
after global placement     0.001187       3598
after global routing       0.002193       3805
after CTS                  0.002126       3805
final                      0.002096       3805
after floorplan            0.001136       3272
[area by class of cell]
cell class,count,area [um2]
inverters,26,97.59
clock inverters,5,75.07
flip-flops and latches,61,1291
well taps,102,127.6
repair buffers,34,312.8
fillers,715,4003
clock buffers,11,131.4
multi-input cells,255,1769
[logic make-up after synthesis]
logic type / Yosys count / synth area share (%)
and+or+nand+nor: 116 / 16.79
AOI/OAI and AO/OA: 73 / 15.49
DFF: 61 / 39.46
buffers and inverters: 44 / 6.463
adders and majority gates: 28 / 10.71
muxes: 23 / 7.075
xor gates and xnor gates: 15 / 4.015
[final timing paths]
kind	endpoint	slack, ps	cells after the start
worst max-delay path	edge_counter[4]	380	7
worst min register to register	Edge.q2	350	0
worst min-delay path	Edge.q2	350	0
worst max register to register	edge_counter[4]	380	7
No activity file was given, so power comes from the tool's default toggle rates.
